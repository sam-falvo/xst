==> /design/flow/constraint.sdc <==
current_design xsr

set clk_period 15.1
set clk_io_pct 0.2

create_clock -name clk0 -period $clk_period [get_ports {clk_i}]

set non_clock_inputs [all_inputs -no_clocks]
set_input_delay [expr $clk_period * $clk_io_pct] -clock clk0 $non_clock_inputs
set_output_delay [expr $clk_period * $clk_io_pct] -clock clk0 [all_outputs]
==> /design/flow/config.mk <==
export PLATFORM = sky130hd
export DESIGN_NAME = xsr
export DESIGN_NICKNAME = xsr
export VERILOG_FILES = /design/flow/design.v
export SDC_FILE = /design/flow/constraint.sdc
export NUM_CORES = 4
export LEC_CHECK = 1
export CORE_UTILIZATION = 40
==> /design/flow/run.sh <==
#!/bin/bash
# OpenROAD 26Q1-2900-gdf79404cd8, Yosys 0.63+post, stock flow scripts
make -C /OpenROAD-flow-scripts/flow DESIGN_CONFIG=/design/flow/config.mk WORK_HOME=/design/flow/orfs finish
==> /design/flow/design.v <==
module xsr(
	input		clk_i,
	input		reset_i,
	input	[5:0]	bits_i,
	input	[63:0]	baud_i,
	input		rxd_i,
	input		rxc_i,
	input		rxreg_oe_i,
	input		rxregr_oe_i,
	output	[63:0]	dat_o,
	output		idle_o,
	output		sample_to
);
	parameter	SHIFT_REG_WIDTH=64;
	parameter	SRW = SHIFT_REG_WIDTH - 1;
	reg	[SRW:0]	shiftRegister;
	reg	[63:0]	sampleCtr;
	reg	[5:0]	bitsLeft;
	reg		d0, d1, c0, c1;
	wire edgeDetected = (d0 ^ d1) | (~c1 & c0);
	wire sampleBit = ~idle_o && (sampleCtr == 0);
	wire	[SRW:0]	shiftRegister_rev;
	genvar i;
	generate
		for(i = 0; i <= SRW; i = i + 1) begin
			assign shiftRegister_rev[i] = shiftRegister[SRW-i];
		end
	endgenerate
	assign idle_o = (bitsLeft == 0);
	assign dat_o = (rxreg_oe_i ? shiftRegister : 0)
		| (rxregr_oe_i ? shiftRegister_rev : 0);
	always @(posedge clk_i) begin
		shiftRegister <= shiftRegister;
		bitsLeft <= bitsLeft;
		sampleCtr <= sampleCtr;
		d1 <= d0;
		d0 <= rxd_i;
		c1 <= c0;
		c0 <= rxc_i;
		if(reset_i) begin
			shiftRegister <= ~(0);
			bitsLeft <= 0;
			sampleCtr <= baud_i;
			d0 <= 1;
			d1 <= 1;
		end
		else begin
			if(edgeDetected) begin
				if(idle_o) begin
					bitsLeft <= bits_i;
				end
				sampleCtr <= {1'b0, baud_i[63:1]};
			end
			else if(sampleBit) begin
				sampleCtr <= baud_i;
				bitsLeft <= bitsLeft - 1;
				shiftRegister <= {d0, shiftRegister[SRW:1]};
			end
			else if(idle_o) begin
				sampleCtr <= baud_i;
			end
			else begin
				sampleCtr <= sampleCtr - 1;
			end
		end
	end
	assign sample_to = sampleBit;
endmodule
==> impl_metrics.yaml <==
# yosys + openroad results
worst_setup_path:
  critical_path.max_fanout: 64
  cp.arrival_ns: 4.30
  cp_top_family: "buffers and inverters"
  cp.required_ns: 12.08
  crit_type: "input pin to primary output"
  r2r-end: "shiftRegister[51]"
  endpoint_kind: "primary output"
  critPathMaxStageDelay_ns: 0.48
  reg2reg_from: "sampleCtr[0]"
  crit_buf_inv: 3
  startpoint_type: "input pin"
  crit_slowest_cell: "buf_4"
  regToRegSetupSlack_ns: 11.36
  r2r_cells: 9
  path_cells: "buf_2 > buf_4 > a22o_1 > clkdlybuf4s50_1"
clocking:
  cts-buffers-inserted: 17
  cts_root_buf: "clkbuf_16"
  cts_tree: "done"
  clk_latency_ns: 0.42
  hold_buffers: 0
  postCtsSetupRepairBufs: 0
  cts.repair.resized: 0
  clock_path_buffers: 2
  htreeDepth: 4
  clkSinkCount: 138
  clkTransAtPathRegs_ns: 0.05
timing:
  slew_viol_final: 0
  hold_viol: 0
  timing.final.crit_period_ns: 7.32
  slew_headroom_pct: 45.8
  rsz0062_at_grt: "no"
  setup_viol: 0
  finalCritPeriodShare_pct: 48.5
  max_freq_ghz: 0.137
  finalSetupTns_ns: 0
  final.setup_skew_ns: 0.00768
  worstMarginPinSlew_ns: 0.806
  timing.final.ws_setup_ns: 7.78
floorplanning:
  rows: 49
  dieArea_um2: 18800
  floorplan.core_util_pct: 40.8
  fp.dieH_um: 137
  core_um2: 17900
  die_w_um: 137
  pin_count: 142
drt:
  drt_iter0_markers: 355
  wire_per_inst_um: 15.1
  via_per_inst: 5.42
  num_antenna_cells: 0
  vias: 6632
  antenna_left: 0
  drtPass1Iterations: 8
  drcViolationCount: 0
  wl_mm: 18.5
synth:
  ys_warn_count: 1
  numSynthFlops: 138
  syn_area_um2: 7310
  synth_top_area_share_pct: 37.8
  synth_seq_share_pct: 37.8
  ys_types: 59
  ys_cells: 866
  ys_area_um2: 7310
  netlist_instances: 866
  synthTopCellsByArea: "dfxtp_1 (38%), nand2_1 (8.4%), a22o_1 (7.7%)"
  edf_count: 0
  synth.avg_cell_area_um2: 8.44
  synth_area_leader_cell: "dfxtp_1"
  async_flop_share_pct: 0
  dominantRegCellSynth: "dfxtp_1"
placed_design:
  place_area_um2: 8830
  portBuffers: 141
  pre_cts_ws_ns: 7.78
  finalWeightedCongestion: 0.841
  dp_hpwl_mm: 12.8
final_layout:
  final_area_um2: 9430
  area_growth_pct: 29.1
  utilization_pct: 52.7
  drive_above_1_share_pct: 8.05
hold_path:
  hp-start: "c0"
  hold_path_end: "c1"
  hold_class: "register to register"
  whs_path_depth: 0
power_and_ir_drop:
  finalPower_mw: 1.21
  ir_drop_mv: 0.0878
  p_per_area_nw_per_um2: 128
  p_leak_nw: 3.70
global_route:
  grt_max_degree: 78
  grt_overflow: 0
  grt_antenna_before_repair: 0
  grt_pass1_wl_mm: 30.1
  grt_pass1_vias: 5897
  grt_usage_pct: 20.6
outcome:
  outcome: "complete, no violations"
job:
  cap_viol_max_count: 0
  warnings: 26
## stage by stage
stage          hold slack (ns)  std cells
6_report                 0.341       1223
5_1_grt                  0.360       1223
4_1_cts                  0.343       1223
3_5_place_dp             0.330       1191
3_3_place_gp             0.327       1191
2_1_floorplan            0.324        866
## area by class of cell
type | instances | area [µm²]
repair buffers | 154 | 1490
flip-flops and latches | 138 | 2760
clock inverters | 15 | 176
clock buffers | 17 | 425
inverters | 8 | 30.0
well taps | 229 | 287
fillers | 1670 | 8470
multi-input cells | 662 | 4250
## cells in the mapped netlist, types with 8 or more instances
cell type,number
nand2_1,163
dfxtp_1,138
nand3b_1,65
a22o_1,64
nor2_1,62
clkbuf_1,38
o21ai_0,34
xor2_1,31
a22oi_1,29
xnor2_1,28
or3_1,21
nor3_1,20
a221o_1,19
nor4_1,17
nand3_1,14
a21oi_1,11
buf_2,10
nand4_1,10
and3_1,8
inv_1,8
## worst register-to-register path, cell delays in order, from the launching register on
cell and delay, ns:
dfxtp_1 0.34, inv_1 0.06, ha_1 0.17, nor3b_2 0.37, nand4_1 0.56, nor4_1 0.81, nand3_2 0.63, buf_4 0.48
nand2_1 0.13, nand3b_1 0.08
## where the power goes
| group | switching (mW) | internal (mW) | leakage, nW | total (mW) |
|---|---|---|---|---|
| combinational | 0.143 | 0.147 | 2.28 | 0.290 |
| clock | 0.162 | 0.259 | 0.277 | 0.421 |
| sequential | 0.0723 | 0.427 | 1.14 | 0.499 |
## per-layer routing
metal	vias to the layer above	track usage (%)	wire (µm)
met2	171	30.2	7990
li1	3389	-	-
met1	3064	33.7	9500
met3	8	3.44	879
met4	0	1.77	135
met5	-	0	0
## worst max path at each step
stage,start,endpoint,depth (start not counted)
after CTS,rxreg_oe_i,dat_o[32],4
after global routing,rxreg_oe_i,dat_o[56],4
final,rxreg_oe_i,dat_o[32],4
## cells by family (layout without fill, tap and decap cells)
group                    Yosys count  in the layout  synth area share (%)
AND-OR/OR-AND                    180            180                  19.1
adder cells (fa/ha/maj)            3              3                 0.514
buffers and inverters             66            194                  4.13
multiplexers                       1              1                 0.154
XOR/XNOR                          59             59                  7.07
flip-flops                       138            138                  37.8
AND/OR/NAND/NOR                  419            419                  31.2
## layout by cell type (no fill, tap or decap), types with 4 or more instances in the layout
master           Yosys  layout
a21oi_1             11      11
a221o_1             19      19
a22o_1              64      64
a22oi_1             29      29
and3_1               8       7
buf_4                1      13
clkbuf_16            0      17
clkdlybuf4s50_1      0     138
clkinvlp_4           0       6
dfxtp_1            138     138
inv_1                8       8
nand2_1            163     163
nand3_1             14      13
nand3b_1            65      65
nand4_1             10      10
nand4b_1             6       6
nor2_1              62      62
nor3_1              20      20
nor4_1              17      16
nor4_2               6       7
o21ai_0             34      34
or3_1               21      21
or4_1                6       6
or4_4                4       4
xnor2_1             28      28
xor2_1              31      31
## flip-flops by register name, summed over array words and instances (netlist names)
name	count
bitsLeft	6
d1	1
sampleCtr	64
d0	1
c0	1
c1	1
shiftRegister	64
Power and IR drop assume default switching activity.
