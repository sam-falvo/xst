$ cat flow/run.sh
#!/bin/bash
# OpenROAD 26Q1-2900-gdf79404cd8, Yosys 0.63+post, stock flow scripts
make -C /OpenROAD-flow-scripts/flow DESIGN_CONFIG=/design/flow/config.mk WORK_HOME=/design/flow/orfs finish
$ cat flow/config.mk
export PLATFORM = sky130hd
export DESIGN_NAME = xst
export DESIGN_NICKNAME = xst
export VERILOG_FILES = /design/flow/design.v
export SDC_FILE = /design/flow/constraint.sdc
export NUM_CORES = 4
export LEC_CHECK = 1
export CORE_UTILIZATION = 50
$ cat flow/constraint.sdc
current_design xst

set clk_period 12.8
set clk_io_pct 0.2

create_clock -name clk0 -period $clk_period [get_ports {clk_i}]

set non_clock_inputs [all_inputs -no_clocks]
set_input_delay [expr $clk_period * $clk_io_pct] -clock clk0 $non_clock_inputs
set_output_delay [expr $clk_period * $clk_io_pct] -clock clk0 [all_outputs]
$ cat flow/design.v
`timescale 1ns / 1ps
module xst(
	input		clk_i,
	input		reset_i,
	input		rxd_i,
	input	[63:0]	dat_i,
	input		txreg_we_i,
	input		txregr_we_i,
	input		txreg_oe_i,
	input		txregr_oe_i,
	input	[15:0]	txbaud_i,
	input	[5:0]	bits_i,
	output		txd_o,
	output		txc_o,
	output		idle_o,
	output	[15:0]	brg_o,
	output	[5:0]	bits_o,
	output	[63:0]	dat_o
);
	reg	[5:0]	bits_o;
	reg	[15:0]	brg_o;
	reg	[63:0]	shift_register;
	reg		txc_o;
	assign		txd_o = shift_register[0];
	assign		idle_o = ~|bits_o;
	wire		txreg_shift = ~|brg_o;
	wire	[15:1]	halfbit = txbaud_i[15:1];
	wire	[63:0]	shift_reg_rev = {
				shift_register[0],
				shift_register[1],
				shift_register[2],
				shift_register[3],
				shift_register[4],
				shift_register[5],
				shift_register[6],
				shift_register[7],
				shift_register[8],
				shift_register[9],
				shift_register[10],
				shift_register[11],
				shift_register[12],
				shift_register[13],
				shift_register[14],
				shift_register[15],
				shift_register[16],
				shift_register[17],
				shift_register[18],
				shift_register[19],
				shift_register[20],
				shift_register[21],
				shift_register[22],
				shift_register[23],
				shift_register[24],
				shift_register[25],
				shift_register[26],
				shift_register[27],
				shift_register[28],
				shift_register[29],
				shift_register[30],
				shift_register[31],
				shift_register[32],
				shift_register[33],
				shift_register[34],
				shift_register[35],
				shift_register[36],
				shift_register[37],
				shift_register[38],
				shift_register[39],
				shift_register[40],
				shift_register[41],
				shift_register[42],
				shift_register[43],
				shift_register[44],
				shift_register[45],
				shift_register[46],
				shift_register[47],
				shift_register[48],
				shift_register[49],
				shift_register[50],
				shift_register[51],
				shift_register[52],
				shift_register[53],
				shift_register[54],
				shift_register[55],
				shift_register[56],
				shift_register[57],
				shift_register[58],
				shift_register[59],
				shift_register[60],
				shift_register[61],
				shift_register[62],
				shift_register[63]
			};
	assign		dat_o =
			  (txreg_oe_i ? shift_register : 0)
			| (txregr_oe_i ? shift_reg_rev : 0);
	always @(posedge clk_i) begin
		shift_register <= shift_register;
		brg_o <= brg_o;
		txc_o <= txc_o;
		bits_o <= bits_o;
		if(reset_i) begin
			shift_register <= ~(64'd0);
			brg_o <= 0;
			txc_o <= 0;
			bits_o <= 0;
		end
		else if(txreg_we_i) begin
			brg_o <= txbaud_i;
			txc_o <= 1;
			shift_register <= dat_i;
			bits_o <= bits_i;
		end
		else if(txregr_we_i) begin
			brg_o <= txbaud_i;
			txc_o <= 1;
			shift_register <= {
				dat_i[0], dat_i[1], dat_i[2], dat_i[3],
				dat_i[4], dat_i[5], dat_i[6], dat_i[7],
				dat_i[8], dat_i[9],
				dat_i[10], dat_i[11], dat_i[12], dat_i[13],
				dat_i[14], dat_i[15], dat_i[16], dat_i[17],
				dat_i[18], dat_i[19],
				dat_i[20], dat_i[21], dat_i[22], dat_i[23],
				dat_i[24], dat_i[25], dat_i[26], dat_i[27],
				dat_i[28], dat_i[29],
				dat_i[30], dat_i[31], dat_i[32], dat_i[33],
				dat_i[34], dat_i[35], dat_i[36], dat_i[37],
				dat_i[38], dat_i[39],
				dat_i[40], dat_i[41], dat_i[42], dat_i[43],
				dat_i[44], dat_i[45], dat_i[46], dat_i[47],
				dat_i[48], dat_i[49],
				dat_i[50], dat_i[51], dat_i[52], dat_i[53],
				dat_i[54], dat_i[55], dat_i[56], dat_i[57],
				dat_i[58], dat_i[59],
				dat_i[60], dat_i[61], dat_i[62], dat_i[63]
			};
			bits_o <= bits_i;
		end
		else begin
			if(txreg_shift & ~idle_o) begin
				brg_o <= txbaud_i;
				txc_o <= (bits_o != 6'd1);
				shift_register <= {rxd_i, shift_register[63:1]};
				bits_o <= bits_o - 1;
			end
			else if(~txreg_shift & ~idle_o) begin
				brg_o <= brg_o - 1;
			end
		end
		if(brg_o == {1'b0, halfbit}) begin
			txc_o <= 0;
		end
	end
endmodule
==> results.txt <==
status: finished clean
vias in the first global route: 5065
PD cells: 106 nW/um^2
synthesis area per yosys: 5680 um^2
final critical-path required period: 6.49 ns
WHS: 0.524 ns
worst-case reg-to-reg path depth: 9
most numerous logic cell after layout: clkdlybuf4s50_1
root buffer cell: clkbuf_16
f_max: 154 MHz
die area: 11800 um^2
Mapped Area: 5680 um^2
# diodes: 0
die span in x: 109 um
worst min-delay path class: flop to flop
GRT Total Usage: 26.7%
Via density: 5.98
clk sinks: 87
first-pass GRT wire length: 24.9 mm
pin count of the biggest net entering global routing: 71
H-tree depth: 3
worst slew pin tran: 0.881 ns
Setup crit start kind: input port
drt pass-1 iters: 7
Top FF cell, synth: dfxtp_1
GR Overflow Total: 0
Longest Clk Path Bufs: 2
post-layout util: 70.9%
Syn Area/Cell: 8.11 um^2
# IOs: 182
Final GP Congestion: 0.888
Synth flops: 87
hold_buf cts: 0
cell count listed in synth_stat.txt: 700
peak supply drop: 0.0000873 V
Ys Warns: 1
Slew headroom: 40.8%
Fin Clk Skew: 0.00542 ns
initial antenna violation count: 0
critical-path maximum fanout: 64
Num CTS Buffers: 9
CTS tree: yes
fin crit share: 50.7%
DRC viols: 0
static leakage power: 3.17 nW
RSZ-0062 raised after global routing: no
Rows: 38
CP required: 10.24 ns
total count of hold-check failures in the final report: 0
max cap viols: 0
postcts setup bufs: 0
Hold Path Cell Cnt: 1
die height: 109 um
Cell Type Count: 47
final WL: 15.6 mm
Buffers on Ports: 181
via count: 5826
DRT antenna net count: 0
clock slew at reported path FFs: 0.06 ns
CTS resizes: 0
WP data arrival: 3.93 ns
initial DRC count: 319
Worst setup EP type: primary output
drt wl/cell: 16.0 um
register share after synthesis: 30.7%
crit path kind: input port to primary output
share of layout cells above drive strength 1: 4.43%
TNS Setup: 0 ns
setup violators final: 0
Core Util at FP: 51.9%
tool warnings: 27
Core Box Area: 10900 um^2
most common logic cells in the final layout: clkdlybuf4s50_1 (176), nor2_1 (121), dfxtp_1 (87)
Detailed Place HPWL: 10.4 mm
ys async rst share: 0%
Latency at later pin: 0.34 ns
max-slew violations: 0
flip-flops with a built-in enable: 0
Layout Area Growth over Synthesis: 36.5%
Gate Count Post-Synth: 700
[worst max-delay path, stage by stage]
cell	delay (ns)
buf_2	0.08
buf_4	0.52
a22o_1	0.29
clkdlybuf4s50_1	0.47
[worst paths after layout]
path                            from                 end  slack, ns
setup reg to reg            brg_o[0]  shift_register[21]       9.45
setup / recovery          txreg_oe_i            dat_o[0]       6.31
hold reg to reg   shift_register[46]  shift_register[46]       0.52
hold / removal    shift_register[46]  shift_register[46]       0.52
[final cells by class]
type	count	area (um^2)
Multi-Input combinational cell	535	3640
Fill cell	845	3180
Timing Repair Buffer	191	1870
Sequential cell	87	1740
Clock buffer	14	274
Tap cell	140	175
Clock inverter	2	37.5
Inverter	6	22.5
[per-layer routing]
| metal | GRT usage (%) | vias to the layer above | routed length [um] |
|---|---|---|---|
| met1 | 41.2 | 2689 | 7180 |
| met4 | 1.64 | 0 | 93 |
| met3 | 5.95 | 9 | 1240 |
| li1 | - | 2893 | - |
| met2 | 40.8 | 235 | 7120 |
| met5 | 0 | - | 0 |
[through the flow]
stage / cells / worst slack, ns / cell area (um^2) / total power, mW
floorplan: 700 / 6.98 / 5680 / 0.444
global placement: 959 / 6.33 / 7440 / 0.549
detailed placement: 959 / 6.32 / 7440 / 0.552
CTS: 975 / 6.32 / 7760 / 0.827
global route: 975 / 6.20 / 7760 / 0.866
finish: 975 / 6.31 / 7760 / 0.822
[state kept, by name (all words and copies together), names as in the netlist]
signal          flops
bits_o              6
shift_register     64
txc_o               1
brg_o              16
[logic make-up (layout without fill, tap and decap cells)]
group           Yosys count  in the layout  share of synthesized area, %
fa+ha+maj                 3              3                         0.661
xor+xnor                 20             20                          3.08
flops                    87             87                          30.7
simple gates            196            196                          15.9
compound gates          249            249                          32.3
buf+inv                  78            213                          5.55
mux                      67             67                          11.8
[report_power, final]
part           internal (mW)  total [mW]  switching, mW
registers              0.295       0.326         0.0306
clock network          0.167       0.273          0.105
logic                  0.133       0.223         0.0898
total                  0.596       0.822          0.226
[synthesized netlist by cell type, types with 3 or more instances]
| library cell | instances | share of area [%] |
|---|---|---|
| a21oi_1 | 65 | 5.7 |
| or3_1 | 4 | 0.44 |
| ha_1 | 3 | 0.66 |
| and3_1 | 4 | 0.44 |
| nand3_1 | 9 | 0.79 |
| clkbuf_1 | 50 | 3.3 |
| or4_1 | 3 | 0.40 |
| nand4_1 | 7 | 0.77 |
| a22o_1 | 64 | 9.9 |
| nand3b_1 | 3 | 0.40 |
| o211ai_1 | 5 | 0.66 |
| buf_2 | 18 | 1.6 |
| nand2_1 | 14 | 0.93 |
| xnor2_1 | 17 | 2.6 |
| o21ai_0 | 17 | 1.5 |
| nor4b_1 | 3 | 0.46 |
| nor4_1 | 7 | 0.77 |
| mux2i_1 | 67 | 12 |
| a22oi_1 | 4 | 0.53 |
| xor2_1 | 3 | 0.46 |
| a31oi_1 | 8 | 0.88 |
| buf_1 | 4 | 0.26 |
| nor2_1 | 121 | 8.0 |
| a211oi_1 | 9 | 1.2 |
| inv_1 | 6 | 0.40 |
| dfxtp_1 | 87 | 31 |
| a211o_1 | 54 | 8.3 |
| nor3_1 | 9 | 0.79 |
| a221oi_1 | 11 | 1.7 |
Power is estimated from default activity; no workload was simulated.
